File: design.v
`timescale 1ns / 1ps
module cache( PRead_request,PWrite_request,PWrite_data,PAddress,clk,rst,MRead_data,MRead_ready,MWrite_done,
MRead_request,MWrite_request,MWrite_data,MAddress,PRead_ready,PWrite_done,PRead_data);
input PRead_request;
input PWrite_request;
input [7:0] PWrite_data;
input [7:0] PAddress;
output PRead_ready;
output PWrite_done;
output [7:0] PRead_data;
output MRead_request;
output MWrite_request;
output [7:0] MWrite_data;
output [7:0] MAddress;
input MRead_ready;
input MWrite_done;
input [31:0] MRead_data;
input clk;
input rst;
reg [31:0] blocks[7:0];
reg [2:0]cache_tags[7:0];
reg [7:0] invalid;
reg [1:0]state;
wire cache_hit;
reg data_out;
wire[2:0]p_tag=PAddress[7:5];
wire[2:0]p_block_select=PAddress[4:2];
wire[1:0]p_byte_in_block=PAddress[1:0];
always@(posedge clk)
begin
    if(rst)
    begin
        state <= 8'd0;
        invalid<=8'hFF;
    end
    else
    begin
        case(state)
        8'd0:
        begin
            if(PRead_request & ~cache_hit)
                begin
                    state<=8'd1;
                 end
            else if(PRead_request & cache_hit)
                begin
                    state<=8'd3;
                end  
            else if(PWrite_request & ~cache_hit)
                begin
                    state<=8'd2;
                end
            else if(PWrite_request & cache_hit)
                begin
                    state<=8'd3;
                end                           
        end   
        8'd1:
        begin
            if (MRead_ready)
            begin
            blocks[p_block_select] <= MRead_data;
            cache_tags[p_block_select] <= p_tag;
            invalid[p_block_select]<=1'b0;
            state<=8'd3;
            end
        end
        8'd3:
        begin
            if(~PRead_request && ~PWrite_request)
            begin
            state<=8'd0;
            end
           else if(PRead_request)
            begin
                if( cache_tags[p_block_select]== p_tag)                           
                state<=8'd0;
            end
           else if (PWrite_request)
            begin
                if (cache_tags[p_block_select] == p_tag)
                    begin
                        if(p_byte_in_block==2'd0)
                        begin
                            blocks[p_block_select][7:0]<=PWrite_data;                           
                        end 
                        else if(p_byte_in_block==2'd1) 
                        begin
                            blocks [p_block_select][15:8]<=PWrite_data;                           
                        end
                        else if(p_byte_in_block==2'd2)
                        begin
                            blocks [p_block_select][23:16]<=PWrite_data;                           
                        end
                        else
                        begin
                            blocks [p_block_select][31:24]<=PWrite_data;                           
                        end     
                        invalid[p_block_select]=1'b0;
                        state<=8'd2;
                     end      
            end
        end
        8'd2:
            begin
            if(MWrite_done)
                begin
                state<=8'd0;
                end        
            end
        endcase
    end
end
        assign cache_hit=((cache_tags[p_block_select] == p_tag) & ~invalid[p_block_select]) ? 1:0;
        assign PRead_ready=(PRead_request & (state==8'd3));
        assign MRead_request =(state == 8'd1);
        assign MWrite_request=(state==8'd2);
        assign PWrite_done=MWrite_done;;
        assign MWrite_data= ((state==8'd2) & ~MWrite_done)? PWrite_data:0;
        assign MAddress =(state == 8'd1)? {PAddress[7:2],2'b00}:PAddress;
        assign PRead_data =     (p_byte_in_block==2'd0 )? blocks[p_block_select][7:0]:
                                (p_byte_in_block==2'd1 )? blocks [p_block_select][15:8]: 
                                (p_byte_in_block==2'd2 )? blocks [p_block_select][23:16]:
                                                          blocks [p_block_select][31:24];
endmodule
File: config.mk
export PLATFORM = sky130hd
export DESIGN_NAME = cache
export DESIGN_NICKNAME = cache
export VERILOG_FILES = /design/flow/design.v
export SDC_FILE = /design/flow/constraint.sdc
export NUM_CORES = 4
export LEC_CHECK = 1
export CORE_UTILIZATION = 30
File: constraint.sdc
current_design cache

set clk_period 9.1
set clk_io_pct 0.2

create_clock -name clk0 -period $clk_period [get_ports {clk}]

set non_clock_inputs [all_inputs -no_clocks]
set_input_delay [expr $clk_period * $clk_io_pct] -clock clk0 $non_clock_inputs
set_output_delay [expr $clk_period * $clk_io_pct] -clock clk0 [all_outputs]
File: run.sh
#!/bin/bash
# OpenROAD 26Q1-2900-gdf79404cd8, Yosys 0.63+post, stock flow scripts
make -C /OpenROAD-flow-scripts/flow DESIGN_CONFIG=/design/flow/config.mk WORK_HOME=/design/flow/orfs finish
==> run_results.csv <==
group,metric,value,unit
place,dp_hpwl,22900,um
timing,fin_skew,0.0273,ns
layout,final_util,37.0,%
global_route,first_global_vias,7836,
place,dp_cells,1380,
critical_path,crit_path_start_kind,"input port",
critical_path,critical_path_required,7.28,ns
worst_hold_path,hold_path.class,"reg -> reg",
timing,tns,0,ns
status,status,"complete, no violations",
timing,finalHoldViolations,0,
yosys,synth.distinct_cells,54,
yosys,async_flop_share,0,%
flow_run,warning_count,28,
critical_path,r2r-end,"blocks[6][17]$_DFFE_PP_",
route,num_antenna_cells,0,
power_and_ir_drop,powerDensity,197,nW/um2
cts,cts.sinks,292,
place,gp_congestion,0.905,
global_route,grt_remaining_overflow,0,
worst_hold_path,whs_path_depth,1,
die,floorplan.core_util,30.7,%
cts,hold_buffers,0,
layout,n_fill_cell,3752,
critical_path,r2r_start,"cache_tags[7][1]$_DFFE_PP_",
route,first_iter_violations,560,
global_route,grt_usage,18.0,%
critical_path,cpMaxStageDelayCell,"inv_1",
cts,cts_resized,0,
timing,whs,0.452,ns
power_and_ir_drop,p_leak,4.87,nW
yosys,top_area_cell,"edfxtp_1",
route,via_per_inst,5.18,
yosys,edf_count,280,
yosys,synth.most_common_cell,"edfxtp_1",
cts,h-tree-depth,1,
global_route,grt_pass1_wl,51500,um
critical_path,cpLargestDelayFamily,"buffers and inverters",
die,num_io_pins,82,
critical_path,worst_setup_path_end_kind,"output port",
route,wirelength,34700,um
layout,synthToLayoutAreaGrowth,20.3,%
yosys,yosys_cells,780,
yosys,ys_chip_area,12400,um2
cts,cts_setup_buffers,0,
yosys,syn_area,12400,um2
yosys,ys_seq_elements,292,
die,core-area,40200,um2
timing,max-slew-margin-rel,28.6,%
yosys,yosys-top-cells-area,"edfxtp_1 (68%), mux2_2 (4.6%), a221oi_1 (3.0%)",
critical_path,cp_max_fo,20,
layout,instances_no_fill,1433,
timing,worstMarginPinSlew,1.07,ns
cts,cts_buffer_depth,3,
yosys,postSynthSeqShare,70.0,%
yosys,synth_top_area_share,68.1,%
layout,area.combinational,3390,um2
critical_path,crit_path_start,"PAddress[3]",
timing,period_minus_slack,6.86,ns
die,die_y,205,um
critical_path,critical_path_depth,8,
cts,cts_made_buffers,30,
route,drtPass1Iterations,5,
cts,clkLatencyLatePin,0.57,ns
place,portBuffers,81,
timing,fin_crit_sh,75.4,%
global_route,antenna_found_initial,1,
critical_path,worst-setup-path-type,"in -> out",
timing,fmax,146,MHz
critical_path,crit_path_cell_trace,"buf_2 > inv_1 > and2_1 > a22o_1 > a221oi_1 > o221ai_1 > mux4_2 > clkdlybuf4s50_1",
yosys,synthesis.instances,780,
yosys,synth_warnings,1,
cts,root_buffer,"clkbuf_16",
timing,slew_violations,0,
yosys,synth_area_per_cell,15.8,um2
route,vias,7419,
route,antenna_left,0,
cts,clkTransAtPathRegs,0.06,ns
power_and_ir_drop,irDropWorstVdd,0.163,mV
die,dieArea,42000,um2
flow_run,cap_violations,0,
timing,rsz0062_at_grt,"no",
layout,regArea,8650,um2
cts,cts_tree,"yes",
critical_path,regToRegSetupSlack,6.02,ns
layout,drive_above_1_share,19.6,%
global_route,grt_max_degree,49,
die,rows,73,
timing,setup_viol,0,
yosys,common_cells,"edfxtp_1 (280), mux2_2 (50), a21oi_1 (47)",
route,drcViolationCount,0,
critical_path,critPathMaxStageDelay,0.58,ns
route,drt-wirelength-per-cell,24.2,um
critical_path,crit_end,"PRead_data[1]",
yosys,ys.flop_type,"edfxtp_1",
critical_path,cp.arrival,5.04,ns
die,die_w,205,um
critical_path,cp_num_buf_inv,3,
critical_path,reg2reg_depth,7,
## cell families (layout without fill, tap and decap cells)
logic type      after synthesis  in the layout  share of synthesized area, %
flops                       292            292                          70.0
compound gates              188            188                          10.7
simple gates                132            132                          5.71
mux                         102            102                          10.5
buf+inv                      61            189                          2.58
fa+ha+maj                     4              4                         0.405
xor+xnor                      1              1                        0.0709
## sequential cells by signal, summed over array words and instances (netlist names)
signal,count
invalid,8
cache_tags,24
state,4
blocks,256
## area by class of cell
| class | count | share of cell area, % |
|---|---|---|
| Clock buffer | 36 | 5.20 |
| Clock inverter | 17 | 1.36 |
| Inverter | 3 | 0.0758 |
| Multi-Input combinational cell | 427 | 22.8 |
| Sequential cell | 292 | 58.2 |
| Tap cell | 525 | 4.42 |
| Timing Repair Buffer | 133 | 8.00 |
## layer usage
metal,track usage [%],up-vias,wire length (um)
met5,0,-,0
met4,4.37,0,1000
met3,11.0,57,4910
met2,26.1,425,15600
met1,23.7,3592,13200
li1,-,3345,-
## per-stage QoR
step	setup slack (ns)	power (mW)	area, um2
after global routing	2.09	3.02	14900
final	2.24	2.93	14900
after detailed placement	2.23	1.74	13900
after floorplan	3.66	1.63	12400
after CTS	2.24	2.95	14900
after global placement	2.19	1.74	13900
## worst min path at each step
stage	startpoint	to
after global routing	invalid[5]$_SDFFE_PP1P_	invalid[5]$_SDFFE_PP1P_
after CTS	invalid[5]$_SDFFE_PP1P_	invalid[5]$_SDFFE_PP1P_
final	invalid[0]$_SDFFE_PP1P_	invalid[0]$_SDFFE_PP1P_
## power by group
group	total, mW	internal, mW	switching, mW	leakage [nW]
Combinational	0.227	0.0923	0.134	1.77
Sequential	1.49	1.48	0.00443	2.62
Clock	1.21	0.717	0.498	0.474
## cells in the final DEF (no fill, tap or decap), types with 3 or more instances in the layout
cell,count
bufinv_16,4
a211oi_1,3
ha_1,4
nand2_1,36
nand2b_1,5
a221oi_1,42
clkbuf_1,6
o21ai_0,26
and3_1,4
nor2_1,36
nor2b_1,10
and2_1,13
a21oi_1,47
mux2i_1,30
dfxtp_1,12
clkbuf_16,30
inv_1,3
clkdlybuf4s50_1,78
mux4_2,14
clkinv_2,5
nand3_1,7
a22oi_1,18
o221ai_1,5
nor3_1,7
a22o_1,7
mux2_2,50
o22ai_1,7
edfxtp_1,280
mux2_4,8
clkinv_1,4
a21o_1,10
buf_4,53
o22a_1,3
a221o_1,7
Power is estimated from default activity; no workload was simulated.
